===== config.mk =====
export PLATFORM = sky130hd
export DESIGN_NAME = top_stimulus
export DESIGN_NICKNAME = top_stimulus
export VERILOG_FILES = /design/flow/design.v
export SDC_FILE = /design/flow/constraint.sdc
export NUM_CORES = 4
export LEC_CHECK = 1
export CORE_AREA = 10 10 112 112
export DIE_AREA = 0 0 122 122

===== constraint.sdc =====
current_design top_stimulus

set clk_period 3.0
set clk_io_pct 0.2

create_clock -name clk0 -period $clk_period [get_ports {clk}]

set non_clock_inputs [all_inputs -no_clocks]
set_input_delay [expr $clk_period * $clk_io_pct] -clock clk0 $non_clock_inputs
set_output_delay [expr $clk_period * $clk_io_pct] -clock clk0 [all_outputs]

===== design.v =====
module InputBuffer(
	input clk,u1,u2,u3,d2,d3,d4,done,
	output reg [5:0] button_out,
	output qEmpty
); 
	reg [5:0] inputbuffer; 
	initial begin
		button_out<=3'b0;
		inputbuffer<=6'b0;
	end 
	always @ (posedge clk) begin
		case (button_out)
			6'b000001:	inputbuffer[0]=0;
			6'b000010:	inputbuffer[1]=0;
			6'b000100:	inputbuffer[2]=0;
			6'b001000:	inputbuffer[3]=0;
			6'b010000:	inputbuffer[4]=0;
			6'b100000:	inputbuffer[5]=0;		
		endcase
		if(u1) inputbuffer[0]=1; 
		if(u2) inputbuffer[1]=1; 
		if(u3) inputbuffer[2]=1; 
		if(d2) inputbuffer[3]=1; 
		if(d3) inputbuffer[4]=1; 
		if(d4) inputbuffer[5]=1; 
		if(done) begin		
			if(inputbuffer[0])      button_out=6'b000001;
			else if(inputbuffer[1]) button_out=6'b000010;
			else if(inputbuffer[2]) button_out=6'b000100;
			else if(inputbuffer[3]) button_out=6'b001000;
			else if(inputbuffer[4]) button_out=6'b010000;
			else if(inputbuffer[5]) button_out=6'b100000;
		end				
	end
	assign qEmpty=	(!inputbuffer[0])&&(!inputbuffer[1])&&(!inputbuffer[2])&&
						(!inputbuffer[3])&&(!inputbuffer[4])&&(!inputbuffer[5]);	
endmodule
module LiftFSM(
	input clk,
	input [5:0] button_in,
	input qEmpty,
	output reg [1:0] out,
	output reg done
);
	reg [3:0] ps;	
	reg [3:0] ns;
	localparam s1=4'b0000;
	localparam s2=4'b0001;
	localparam s3=4'b0010;
	localparam s4=4'b0011;
	localparam s12=4'b0100;
	localparam s23=4'b0101;
	localparam s34=4'b0110;
	localparam s21=4'b1000;
	localparam s32=4'b1001;
	localparam s43=4'b1010;
	localparam STAY=2'b00;
	localparam UP=2'b01;
	localparam DOWN=2'b10;
	initial begin
		ps=s1;
		ns=s1;
		out=STAY;		
	end
	always @ (qEmpty or ps or button_in) begin
		if(qEmpty && done) begin		
			ns=ps;
			out<=STAY;
		end
		else begin
			case (ps)
			s1: begin
				case (button_in)
				6'b000001: begin	 
					ns=s2;	
					out=UP;		
					done=1;
				end
				6'b000010: begin	 
					ns=s23;	
					out=UP;		
					done=0;
				end
				6'b000100: begin	 
					ns=s34;	
					out=UP;		
					done=0;
				end
				6'b001000: begin	 
					ns=s21;
					out=UP;	
					done=0;
				end
				6'b010000: begin	 
					ns=s32;
					out=UP;	
					done=0;
				end
				6'b100000: begin	 
					ns=s43;
					out=UP;	
					done=0;
				end
				default: begin  	 
					ns=s1;	
					out=STAY;
					done=1;	
				end
				endcase
			end
			s2: begin
				case (button_in)
				6'b000001: begin	 
					ns=s12;	
					out=DOWN;	
					done=0;
				end
				6'b000010: begin	 
					ns=s3;	
					out=UP;		
					done=1;
				end
				6'b000100: begin	 
					ns=s34;
					out=UP;		
					done=0;
				end
				6'b001000: begin	 
					ns=s1;	
					out=DOWN;	
					done=1;
				end
				6'b010000: begin	 
					ns=s32;	
					out=UP;		
					done=0;
				end
				6'b100000: begin	 
					ns=s43;	
					out=UP;	
					done=0;
				end
				default: begin	    
					ns=s2;	
					out=STAY;	
					done=1;
				end
				endcase
			end
			s3: begin
				case (button_in)
				6'b000001: begin	 
					ns=s12;	
					out=DOWN;
					done=0;
				end
				6'b000010: begin	 
					ns=s23;	
					out=DOWN;
					done=0;
				end
				6'b000100: begin	 
					ns=s4;	
					out=UP;		
					done=1;
				end
				6'b001000: begin	 
					ns=s21;
					out=DOWN;
					done=0;
				end
				6'b010000: begin	 
					ns=s2;
					out=DOWN;
					done=1;
				end
				6'b100000: begin	 
					ns=s43;	
					out=UP;	
					done=0;
				end
				default: begin	    
					ns=s3;	
					out=STAY;	
					done=1;
				end
				endcase
			end
			s4: begin
				case (button_in)
				6'b000001: begin	 
					ns=s12;	
					out=DOWN;	
					done=0;
				end
				6'b000010: begin	 
					ns=s23;	
					out=DOWN;
					done=0;
				end
				6'b000100: begin	 
					ns=s34;
					out=DOWN;	
					done=0;
				end
				6'b001000: begin	 
					ns=s21;	
					out=DOWN;
					done=0;
				end
				6'b010000: begin	 
					ns=s32;	
					out=DOWN;	
					done=0;
				end
				6'b100000: begin	 
					ns=s3;	
					out=DOWN;
					done=1;
				end
				default: begin	    
					ns=s4;	
					out=STAY;
					done=1;
				end
				endcase
			end
			s12: begin  
				ns=s2;
				out=UP;	
				done=1;
			end
			s23: begin  
				ns=s3;	
				out=UP;		
				done=1;
			end
			s34: begin  
				ns=s4;	
				out=UP;	
				done=1;
			end
			s21: begin  
				ns=s1;
				out=DOWN;	
				done=1;
			end
			s32: begin  
				ns=s2;	
				out=DOWN;	
				done=1;
			end
			s43: begin  
				ns=s3;	
				out=DOWN;
				done=1;
			end
			endcase
		end
	end
	always @ (posedge clk) begin
		ps<=ns;
	end
endmodule
module top_stimulus(input clk,d2,d3,d4,u1,u2,u3,output [1:0] out);
wire done;
wire qEmpty;
wire [5:0] button;
LiftFSM uut_LiftFSM(
	.clk			   (clk   ),
	.button_in		(button),
	.qEmpty			(qEmpty),
	.out		   	(out   ),
	.done		   	(done  )
);
InputBuffer uut_InputBuffer(
	.clk			   (clk   ),	
	.u1				(u1    ),
	.u2				(u2    ),
	.u3				(u3    ),
	.d2				(d2    ),
	.d3				(d3    ),
	.d4				(d4    ),
	.done		    	(done  ),
	.button_out	   (button),
	.qEmpty			(qEmpty)
);
endmodule

===== run.sh =====
#!/bin/bash
# OpenROAD 26Q1-2900-gdf79404cd8, Yosys 0.63+post, stock flow scripts
make -C /OpenROAD-flow-scripts/flow DESIGN_CONFIG=/design/flow/config.mk WORK_HOME=/design/flow/orfs finish

==> Slide: Implementation Results <==
Run Summary

Final timing
  – RSZ-0062 raised after global routing: no
  – Minimum clock period after layout: 2.39 ns
  – Setup TNS: 0 ns
  – Slew Viols, Final: 0
  – Register pins left without a clock: 7
  – Number of unconstrained endpoints: 13
  – Fin crit share: 79.6%
  – Slew headroom: 49.1%
  – Setup WS post-layout: 0.613 ns
  – # setup viols final: 0
  – Clock skew: 0.00382 ns
  – Fmax achieved: 419 MHz
  – Final Hold Violating Endpoints: 0
  – Tightest Pin Transition: 0.762 ns

Clock tree
  – CTS tree: yes
  – CTS buffer count: 3
  – Setup bufs post-CTS: 0
  – Clk root buf: clkbuf_8
  – CTS Hold Bufs: 0
  – Clock slew at reported path FFs: 0.07 ns
  – Post-cts resize count: 0
  – Clk Latency, worst-skew pair: 0.25 ns
  – H-tree depth: 1
  – CTS max path bufs: 2

Place
  – Detail Placement HPWL: 2660 um
  – Placed Cells: 311
  – RePlAce Congestion: 0.857
  – Placed inst area: 1660 um^2
  – IO buf count: 8
  – Setup slack at placement: 0.622 ns

Synthesis
  – Yosys top cell by area: dfxtp_1
  – Area reported by Yosys stat: 1430 um^2
  – Synth warnings: 5
  – Main flop type: dfxtp_1
  – Yosys reg bits: 23
  – Cell area after synthesis: 1430 um^2
  – Synth area leaders: dfxtp_1, edfxtp_1, dlxtn_1
  – Area share, top type: 14.0%
  – EDFF count, synth: 6
  – Post-synth top cells: nand2_1, nor2_1, clkbuf_1
  – # Cells Yosys: 177
  – Synth cell types: 49
  – Synth top cell by count: nand2_1
  – Cells after synthesis: 177
  – Syn_area_per_cell: 8.10 um^2
  – Ys async rst share: 0%

Critical path
  – Largest stage delay, worst path: 0.55 ns
  – Worst r2r dst: uut_InputBuffer.button_out[4]$_SDFFCE_PP0P_
  – FF-to-FF Start: uut_InputBuffer.button_out[4]$_SDFFCE_PP0P_
  – Worst path cell trace: or3_4 > or4b_4 > a21oi_4 > nand3b_2 > o41a_1
  – Startpoint types: flip-flop
  – R2R setup slack: 0.61 ns
  – Crit. Startpoint: uut_InputBuffer.button_out[4]$_SDFFCE_PP0P_
  – CP endpoint kind: flip-flop
  – Critical path destination: uut_InputBuffer.button_out[4]$_SDFFCE_PP0P_
  – FF-to-FF path depth: 5
  – Crit path max fanout: 6
  – Worst EP arrival: 2.36 ns
  – CP Class: flip-flop to flip-flop
  – CP max-delay cell: or4b_4
  – Req. time, crit path: 2.97 ns

Power
  – Leakage power: 0.000591 uW
  – Power Density: 245 nW/um^2
  – Worst vdd ir: 98.2 uV

Finish
  – Area grow syn2layout: 18.9%
  – Comb area: 868 um^2
  – Ratio of cells with drive above 1 in the final layout: 7.82%
  – FF/Latch Area: 485 um^2
  – Post-route cell area: 1710 um^2
  – Fill count: 1,131
  – Fin cells: 315

Global routing
  – Largest net degree at the start of global routing: 18
  – Vias in the first global route: 1,232
  – Grt ovf: 0
  – Global-route wire length before repair: 5850 um
  – Initial antenna violation count: 0
  – Tot GR Track Use: 4.66%

Routing
  – Met3 wire len: 135 um
  – Vias: 1,295
  – Vias per inst: 4.11
  – Final WL: 3530 um
  – Initial DRC Count: 65
  – Ant. Diodes: 0
  – WL/cell: 11.2 um
  – Top routing layer in use: met4
  – WL met1: 1680 um
  – DRC viols: 0
  – Drt first pass iters: 4
  – Post-detailed-route count of antenna-violating nets: 0
  – Detail Route met2 WL: 1620 um

Floorplanning
  – FP Core Util: 14.0%
  – CORE AREA: 10,200 um^2
  – I/O pin count: 9
  – Die area: 14,900 um^2
  – Die width: 122 um
  – Die Ht: 122 um
  – Row Count: 37

Min path
  – Hold WC Path Type: flip-flop to flip-flop
  – Worst Hold Launch: uut_InputBuffer.inputbuffer[5]$_DFF_P_

Flow run
  – Max-cap violations: 0
  – Tool warning count: 25

Run status
  – Outcome: finished clean
-- logic make-up after synthesis --
family	Yosys count	synth area share, %
simple gates	74	29.1
compound gates	49	24.1
buf+inv	19	5.58
flops	16	26.5
xor+xnor	11	6.72
latches	7	7.33
mux	1	0.698
-- stage by stage --
| step | util, % | hold slack [ns] | total power [uW] |
|---|---|---|---|
| 2_1_floorplan | - | 0.448 | 244 |
| 3_3_place_gp | 16.2 | 0.482 | 256 |
| 3_5_place_dp | 16.2 | 0.486 | 256 |
| 4_1_cts | 16.7 | 0.501 | 422 |
| 5_1_grt | 16.7 | 0.541 | 433 |
| 6_report | 16.7 | 0.492 | 418 |
-- how the worst min path moves through the flow --
stage,endpoint,cells after the start
4_1_cts,uut_InputBuffer.inputbuffer[5]$_DFF_P_,1
5_1_grt,uut_InputBuffer.inputbuffer[5]$_DFF_P_,1
6_report,uut_InputBuffer.inputbuffer[5]$_DFF_P_,1
-- cells in the final DEF, fill, tap and decap left out, drive strengths merged, types with 2 or more instances in the layout --
| cell | netlist | final |
|---|---|---|
| nand2 | 18 | 18 |
| nor2 | 13 | 13 |
| o21ai | 11 | 11 |
| dfxtp | 10 | 10 |
| clkdlybuf4s50 | 0 | 8 |
| a21oi | 8 | 8 |
| nor3 | 7 | 7 |
| xor2 | 7 | 7 |
| dlxtn | 7 | 7 |
| a21o | 6 | 6 |
| buf | 4 | 6 |
| edfxtp | 6 | 6 |
| nor4b | 5 | 5 |
| a31oi | 5 | 5 |
| nand3 | 5 | 5 |
| xnor2 | 4 | 4 |
| and2 | 4 | 4 |
| or3 | 4 | 4 |
| nand3b | 4 | 4 |
| inv | 3 | 3 |
| nand4b | 3 | 3 |
| nor4 | 3 | 3 |
| o211ai | 3 | 3 |
| clkbuf | 12 | 3 |
| a22oi | 2 | 2 |
| o41ai | 2 | 2 |
| nor2b | 2 | 2 |
| a211oi | 2 | 2 |
-- registers in the layout (all words and copies together) (netlist names) --
signal,cells
uut_LiftFSM.out,2
uut_LiftFSM.ps,4
uut_InputBuffer.button_out,6
uut_LiftFSM.ns,4
uut_InputBuffer.inputbuffer,6
uut_LiftFSM.done,1
-- per-layer routing --
layer	track usage [%]	vias up
li1	-	660
met1	6.33	600
met2	7.47	29
met3	0.798	6
met4	1.27	0
met5	0	-
-- report_power, final --
group | switching (uW) | internal (uW) | leakage, uW | total (uW)
logic | 11.7 | 13.3 | 0.000367 | 24.9
clock network | 75.4 | 90.8 | 0.0000231 | 166
registers | 0.896 | 226 | 0.000200 | 227
total | 88.0 | 330 | 0.000591 | 418
-- final cells by class --
cell class,count,area share [%]
sequential,23,28.5
inverter,3,0.660
timing repair buffer,14,7.34
clock buffer,3,2.42
tap,136,9.98
clock inverter,1,0.220
multi-input combinational,135,50.9
-- critical path: cells and delay by family, from the launching register on --
| family | cells | cell delay, ns |
|---|---|---|
| AOI/OAI and AO/OA | 2 | 0.65 |
| and+or+nand+nor | 3 | 1.07 |
| DFF | 1 | 0.38 |
No activity file was given, so power comes from the tool's default toggle rates.
